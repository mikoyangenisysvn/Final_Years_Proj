`flow/constraint.sdc`:
```
current_design i2c_top

set clk_period 2.2
set clk_io_pct 0.2

create_clock -name clk0 -period $clk_period [get_ports {SCL_bus}]
create_clock -name clk1 -period $clk_period [get_ports {clk}]

set non_clock_inputs [all_inputs -no_clocks]
set_input_delay [expr $clk_period * $clk_io_pct] -clock clk0 $non_clock_inputs
set_output_delay [expr $clk_period * $clk_io_pct] -clock clk0 [all_outputs]
```
`flow/design.v`:
```
module i2c_frame_bridge(
    input wire clk, rst_n,
    input wire [7:0] rx_data,
    input wire rx_valid,
    input wire tx_valid,
    output reg [7:0] tx_data,
    input wire sr_start,
    input wire inframe,
    input wire rw_bit, addr_match,
    output reg [15:0] addr,
    output wire wr_en,
    output wire rd_en,
    output reg [31:0] wdata,
    input wire [31:0] rdata,
    input wire edge_detect
);
    reg [31:0] rdata_buf;
localparam  IDLE = 4'd0,
            ADDR_MATCH = 4'd1,
            ADDR_REG = 4'd2,
            WRITE = 4'd4,
            REG_WRITE = 4'd5,
            READ = 4'd6,
            REG_READ = 4'd7,
            STOP = 4'd8;
    reg [3:0] state, next_state;
    reg [3:0] count;
    assign wr_en = (state == REG_WRITE) ? 1'b1 : 1'b0;
    assign rd_en = (state == REG_READ) ? 1'b1 : 1'b0;
    always @(posedge clk or negedge rst_n) begin
        if (!rst_n) begin
            state <= IDLE;
            addr <= 0;
            wdata <= 0;
            count <= 0;
        end 
        else begin
            state <= next_state;
            case (state)
                ADDR_REG : begin
                    if(rx_valid) begin
                        addr <= {addr[7:0],rx_data};
                        count <= count + 1'b1;
                    end
                    else addr <= addr;
                end 
                WRITE : begin
                    if(rx_valid) begin
                        wdata <= {wdata[23:0],rx_data};
                        count <= count + 1'b1;
                    end
                    else wdata <= wdata;
                end
                READ : begin                   
                    if(tx_valid) begin
                        count <= count + 1'b1;
                    end
                    else count <= count;
                end
                REG_READ  : begin
                    rdata_buf <= rdata;
                    count <= 0;
                end
                default: count <= 0;
            endcase
        end
    end
    always @(*) begin
        case (count)
            4: tx_data = rdata_buf[7:0];
            3: tx_data = rdata_buf[15:8];
            2: tx_data = rdata_buf[23:16];
            1: tx_data = rdata_buf[31:24];
            default: tx_data = 8'h00;
        endcase
    end 
    always @(*) begin
        if (!rst_n) begin
            next_state = IDLE;
        end else if(!inframe)next_state = IDLE;
        else begin
            case (state)
                IDLE : begin
                    if(inframe) next_state = ADDR_MATCH;
                    else next_state = IDLE;
                end
                ADDR_MATCH : begin
                    if(addr_match) next_state = ADDR_REG;
                    else next_state = ADDR_MATCH;
                end
                ADDR_REG : begin
                    if (count == 2) begin
                        next_state = WRITE;
                    end else begin
                        next_state = ADDR_REG;                  
                    end
                end
                WRITE : begin
                    if(sr_start) next_state = REG_READ;
                    else if (count == 6) next_state = REG_WRITE;
                    else  next_state =  WRITE;                  
                end
                REG_WRITE : begin
                    if (edge_detect) next_state = WRITE;
                    else  next_state =  REG_WRITE;                  
                end
                READ : begin
                    if (count == 6) next_state = REG_READ;
                    else  next_state =  READ;                  
                end
                REG_READ : begin
                    if (edge_detect) next_state = READ;
                    else  next_state =  REG_READ;                  
                end
                STOP:begin
                    if(edge_detect) begin
                        if(!inframe) next_state = IDLE;
                        else  next_state =  STOP; 
                    end
                    else  next_state =  STOP; 
                end
                default:  next_state =  IDLE;
            endcase
        end
    end
endmodule
module i2c_slave_interface #(
    parameter SLAVE_ADDR = 7'h50  
)(
    input  wire clk,
    input  wire rst_n,
    inout  wire SDA_bus,
    input  wire SCL_bus,
    output reg  [6:0] addr_out,   
    output reg  [7:0] i2c_rx_data,    
    output wire        send_rx,   
    input  wire [7:0] i2c_tx_data,    
    output  wire       get_tx,   
    output wire        addr_match,  
    output reg         inframe,
    output reg         sr_start,
    output reg          rw_bit,
    output wire         edge_detect
);
    wire start_detected, stop_detected;
    reg SDA_buf;
    reg SCL_buf;
    always @(posedge clk or negedge rst_n)begin
        if(!rst_n)begin
            SDA_buf<= 1;
            SCL_buf <= 1;
        end
        else begin
            SDA_buf <= SDA_bus;
            SCL_buf <= SCL_bus;
        end
    end
    i2c_start_stop_detect i2c_start_stop_detect_inst(
        .clk(clk),
        .rst_n(rst_n),
        .sda_in(SDA_buf),
        .scl_in(SCL_buf),
        .start_detected(start_detected),
        .stop_detected(stop_detected),
        .edge_detect(edge_detect)
    );
    localparam IDLE          = 4'd0;
    localparam ADDR          = 4'd1;
    localparam RW            = 4'd2;
    localparam ACK_ADDR      = 4'd3;
    localparam RECEIVE       = 4'd4;
    localparam ACK_RECEIVE   = 4'd5;
    localparam TRANSMIT      = 4'd6;
    localparam ACK_TRANSMIT  = 4'd7;    
    localparam STOP          = 4'd8;
    localparam GET_TRANSMIT  = 4'd9;
    reg [3:0] state, next_state;
    reg [3:0] bit_cnt;
    reg sda_out_en;
    assign SDA_bus = sda_out_en ? 1'b0 : 1'bz;  
    assign get_tx = (state == GET_TRANSMIT) ? 1'b1 : 1'b0;
    always @(posedge clk or negedge rst_n)begin
        if (!rst_n) begin
            inframe <= 1'b0;
            sr_start <= 1'b0;
        end else begin
            if(inframe)begin
                if(start_detected) sr_start <= 1'b1;
                else if (stop_detected) begin
                    inframe <= 1'b0;
                    sr_start <= 1'b0;
                end
                else inframe<= inframe;
            end
            else if(start_detected) inframe <= 1'b1;
            else inframe <= inframe;
        end
    end
    always @(posedge clk or negedge rst_n) begin
        if (!rst_n) begin
            state      <= IDLE;
            i2c_rx_data    <= 8'd0;
            bit_cnt    <= 0;
            addr_out   <= 7'd0;
            rw_bit     <= 0;
        end else begin
            state <= next_state;
            if(state != ADDR && state != RECEIVE && state != TRANSMIT) bit_cnt <= 0;
            if(start_detected || stop_detected) bit_cnt <= 0;
            if (edge_detect) begin
                case (state)
                    ADDR: begin
                        addr_out <= {addr_out[5:0], SDA_bus};
                        bit_cnt   <= bit_cnt + 1'b1;
                    end
                    RECEIVE: begin
                        i2c_rx_data <= {i2c_rx_data[6:0], SDA_bus};
                        bit_cnt   <= bit_cnt + 1'b1;
                    end
                    TRANSMIT: begin
                        bit_cnt   <= bit_cnt + 1'b1;
                    end
                    RW: begin
                        rw_bit <= SDA_bus;
                    end
                default:bit_cnt <= 0;
                endcase
            end
        end
    end
    assign addr_match = (addr_out[6:0] == SLAVE_ADDR)? 1 :0 ;
    always @(negedge SCL_bus or negedge rst_n)begin
        if (!rst_n) begin
            sda_out_en = 1'b0;
        end else
            case (state)
                ACK_ADDR: begin
                    sda_out_en =  (addr_match)? 1'b1 : 1'b0;  
                end
                TRANSMIT: begin
                    sda_out_en <= ~i2c_tx_data[7-bit_cnt[2:0]];
                end
                ACK_RECEIVE: begin
                    sda_out_en = 1'b1;
                end
                default: sda_out_en = 1'b0;
            endcase
    end
assign send_rx = (state == RECEIVE && bit_cnt == 4'd8)? 1'b1 : 1'b0;
    always @(*) begin
        if (!rst_n) begin
            next_state = IDLE;
        end
        else if (stop_detected) next_state = IDLE;
        else if (start_detected) next_state = ADDR;
        else begin
            case (state)
                IDLE: begin
                    next_state = IDLE;
                end
                ADDR: begin
                    if (bit_cnt == 4'd7) begin
                        next_state= RW;
                    end
                    else next_state = ADDR;
                end
                RW: begin
                    if (edge_detect) next_state= ACK_ADDR;
                    else next_state = RW;
                end
                ACK_ADDR: begin
                    if (edge_detect) begin
                        if (addr_match) next_state = (rw_bit) ? GET_TRANSMIT : RECEIVE;
                        else next_state = STOP;
                    end
                    else next_state = ACK_ADDR;
                end
                RECEIVE: begin
                    if (bit_cnt == 4'd8 ) next_state= ACK_RECEIVE;
                    else next_state = RECEIVE;
                end
                ACK_RECEIVE: begin
                    if (edge_detect) next_state = RECEIVE;
                    else next_state = ACK_RECEIVE;
                end
                GET_TRANSMIT: begin
                    if(get_tx) next_state = TRANSMIT;
                    else next_state = GET_TRANSMIT;
                end
                TRANSMIT: begin
                    if (bit_cnt == 4'd8 ) next_state= ACK_TRANSMIT;
                    else next_state = TRANSMIT;
                end
                ACK_TRANSMIT: begin
                    if (edge_detect) begin
                       if(SDA_bus) next_state = STOP;
                       else next_state = GET_TRANSMIT;
                    end
                    else next_state = ACK_TRANSMIT;
                end
                STOP: begin
                    if (stop_detected) next_state = IDLE;
                    else next_state = STOP;
                end
                default: next_state = IDLE;
            endcase
        end
    end
endmodule
module i2c_start_stop_detect(
    input  wire clk,          
    input  wire rst_n,        
    input  wire sda_in,       
    input  wire scl_in,       
    output reg  start_detected,
    output reg  stop_detected,
    output wire edge_detect
);
    reg [1:0] sda_sync, scl_sync;
    assign edge_detect = ~scl_sync[1] & scl_sync[0];
    always @(posedge clk or negedge rst_n) begin
        if (!rst_n) begin
            sda_sync <= 2'b11;
            scl_sync <= 2'b11;
        end else begin
            sda_sync <= {sda_sync[0], sda_in};
            scl_sync <= {scl_sync[0], scl_in};
        end
    end
    always @(posedge clk or negedge rst_n) begin
        if (!rst_n) begin
            start_detected <= 1'b0;
            stop_detected  <= 1'b0;
        end else begin
            start_detected <= 1'b0;
            stop_detected  <= 1'b0;
            if (sda_sync[1] == 1'b1 && sda_sync[0] == 1'b0 && scl_sync[0] == 1'b1)
                start_detected <= 1'b1;
            if (sda_sync[1]== 1'b0 && sda_sync[0] == 1'b1 && scl_sync[0] == 1'b1)
                stop_detected <= 1'b1;
        end
    end
endmodule
module i2c_top #(
    parameter SLAVE_ADDR = 7'h50  
)(
    input  wire clk,
    input  wire rst_n,
    inout  wire SDA_bus,
    input  wire SCL_bus,
    output wire [15:0] addr,
    output wire [31:0] wdata,
    input  wire [31:0] rdata,
    output wire wr_en, rd_en
);
    wire [6:0] addr_out;
    wire [7:0] rx_data;
    wire rx_valid;
    wire addr_match;
    wire sr_start,inframe;
    wire rw_bit;
    wire edge_detect;
    wire tx_valid;
    wire [7:0] tx_data;
    i2c_slave_interface #(
        .SLAVE_ADDR(SLAVE_ADDR)
    ) i2c_slave_interface_inst(
        .clk(clk),
        .rst_n(rst_n),
        .SDA_bus(SDA_bus),
        .SCL_bus(SCL_bus),
        .addr_out(addr_out),
        .addr_match(addr_match),
        .sr_start(sr_start),
        .inframe(inframe),
        .rw_bit(rw_bit),
        .edge_detect(edge_detect),
        .get_tx(tx_valid),
        .i2c_tx_data(tx_data),
        .send_rx(rx_valid),
        .i2c_rx_data(rx_data)
    );
    i2c_frame_bridge i2c_frame_bridge_inst(
        .clk(clk),
        .rst_n(rst_n),
        .rx_data(rx_data),
        .rx_valid(rx_valid),
        .tx_valid(tx_valid),
        .tx_data(tx_data),
        .sr_start(sr_start),
        .inframe(inframe),
        .rw_bit(rw_bit),
        .addr_match(addr_match),
        .edge_detect(edge_detect),
        .rdata(rdata),
        .addr(addr),
        .wr_en(wr_en),
        .rd_en(rd_en),
        .wdata(wdata)
    );
endmodule
```
`flow/config.mk`:
```
export PLATFORM = sky130hd
export DESIGN_NAME = i2c_top
export DESIGN_NICKNAME = i2c_top
export VERILOG_FILES = /design/flow/design.v
export SDC_FILE = /design/flow/constraint.sdc
export NUM_CORES = 4
export LEC_CHECK = 1
export CORE_UTILIZATION = 30
```
`flow/run.sh`:
```
#!/bin/bash
# OpenROAD 26Q1-2900-gdf79404cd8, Yosys 0.63+post, stock flow scripts
make -C /OpenROAD-flow-scripts/flow DESIGN_CONFIG=/design/flow/config.mk WORK_HOME=/design/flow/orfs finish
```
==> notes.md <==
run results: outcome finished with violations, failing checks hold timing, layout cell share with drive strength beyond 1 12.8%, Die X-Extent 80.8 um, largest net degree at the start of global routing 19, first-pass GRT wire length 4620 um, Clock Sinks 33, H-Tree Depth 2, Commonest cells post-synth 49 x buf_4, 26 x dfrtp_1, 15 x nand2_1, TritonCTS buffer count 5, RSZ-0062 raised after global routing false, Cell area leaders dfrtp_1 35%, buf_4 20%, dfstp_2 9.9%, Unique cell types 40, kind of end point of the critical path flip-flop, Post-route DRC 0, area fraction in xor and xnor cells 0.470%, most frequent cell after synthesis buf_4, FA/HA/MAJ Cells, Area Fraction 2.69%, multiplexer area fraction after synthesis 2.42%, ant diodes 0, Static Leak 0.866 nW, area fraction in compound gates 9.27%, Post-Syn Area 1860 um2, CTS tree built, Largest type area fraction 34.9%, Finished Layout Cells 271, I/O pins 86, core utilization at floorplan 31.3%, Post-synth EDFFs 0, critical path class reg2reg, maximum vdd drop 0.000283 V, CP Capture Point i2c_frame_bridge_inst.count[1], Die H 80.8 um, Placer Congestion 0.832, dominant cell type by area after synthesis dfrtp_1, post-route ant nets 0, Worst-path clk slew 0.06 ns, CTS resizes 0, core area 5960 um2, final hold vios 1, DRT Wirelength 2730 um, OpenROAD warning count 61, Syn Inst Count 183, maximum clock insertion buffer count 2, YS warnings 4, dpl cells 263, FF-to-FF setup slack 0.61 ns, number of port buffers 3, worst min path class clk2reg, detailed-route via count 1114, vias in the first global route 1015, simple share 18.7%, die area 6520 um2, Cell Pwr Density 708 nW/um2, Starting DRT DRC Count 33, Yosys chip area 1860 um2, First-pass DRT Iterations 4, post-cts hold buffer count 0, gr usage total 9.08%, Rows 28, asr flop ratio synth 100%, initial antenna violation count 0, critical-path maximum fanout 5, Critical Path RT 2.36 ns, Root Driver clkbuf_8, Min Hold Slack -0.256 ns, TNS Setup 0 ns, GRT overflow 0, critical path launch point type flip-flop, # Max-Cap Violations 0, worst-case reg-to-reg path depth 5, Synth Flop Type dfrtp_1, FF-to-FF Start i2c_slave_interface_inst.bit_cnt[0], Crit path arrival time 1.76 ns, WL/cell 10.1 um, Flops after synth 33, hpwl dp 1970 um, Setup Buffers After CTS 0, Final Skew 0.00470 ns, max-slew violations 0, register share after synthesis 44.8%, Critical R2R Capture i2c_frame_bridge_inst.count[1], largest family of logic cells by area buffers and inverters, Synth Area per Inst 10.2 um2, DR vias/cell 4.11, cell count in the Yosys report 183, Synth-to-Final Area Change 2.35%, crit path launch i2c_slave_interface_inst.bit_cnt[0], Final setup viols 0
## logic make-up (layout without fill, tap and decap cells)
family | Yosys count | count (layout)
multiplexers | 4 | 4
buffers and inverters | 57 | 21
AND/OR/NAND/NOR | 58 | 58
AND-OR/OR-AND | 25 | 25
flip-flops | 33 | 33
other | 1 | 50
XOR/XNOR | 1 | 1
adder cells (fa/ha/maj) | 4 | 4
## cells in the final DEF, fill, tap and decap left out, types with 2 or more instances in the layout
cell,instances
a211oi_2,2
a21oi_1,8
a22oi_1,4
and3b_1,2
buf_4,4
clkbuf_8,5
clkdlybuf4s50_1,3
clkinv_2,2
conb_1,50
dfrtp_1,26
dfstp_2,7
ha_1,4
inv_1,6
mux2i_1,3
nand2_1,15
nand3_1,4
nand3b_1,4
nand4_1,4
nand4b_1,2
nor2_1,9
nor2b_1,5
nor3b_1,3
o211ai_1,2
o21ai_1,2
o22ai_1,2
or2b_1,2
## critical path: stages, from the launching register on
cell,delay (ns)
dfrtp_1,0.43
inv_1,0.08
ha_1,0.25
nand4b_4,0.16
a21oi_2,0.24
mux2_4,0.32
## sequential cells by signal (all words and copies together) (netlist names), named ones only
signal / flops
i2c_slave_interface_inst.state: 10
i2c_slave_interface_inst.SDA_buf: 1
i2c_slave_interface_inst.i2c_start_stop_detect_inst.sda_sync: 2
i2c_slave_interface_inst.i2c_start_stop_detect_inst.scl_sync: 2
i2c_slave_interface_inst.sr_start: 1
i2c_slave_interface_inst.SCL_buf: 1
i2c_slave_interface_inst.inframe: 1
i2c_frame_bridge_inst.state: 5
i2c_slave_interface_inst.bit_cnt: 4
i2c_frame_bridge_inst.count: 4
## cell type report
type	instances	area (um2)
fillers	623	4050
clock inverters	2	10.0
multi-input cells	142	812
well taps	75	93.8
flip-flops and latches	33	835
inverters	6	22.5
repair buffers	7	60.1
clock buffers	6	72.6
## layer usage
| layer | global-route usage [%] | wire length [um] |
|---|---|---|
| met2 | 13.1 | 1220 |
| met3 | 2.05 | 125 |
| met4 | 2.68 | 53 |
| met1 | 14.0 | 1330 |
| met5 | 0 | 0 |
## stage by stage
step                power (W)  cell area [um2]  util (%)  setup WS, ns  hold WS, ns
global placement     0.000936             1820      30.6         0.538       0.0290
global route          0.00142             1910      32.0         0.532       -0.272
floorplan            0.000922             2050         -         0.767       0.0290
finish                0.00135             1910      32.0         0.609       -0.256
detailed placement   0.000934             1820      30.6         0.555       0.0290
CTS                   0.00137             1910      32.0         0.616       -0.268
## where the power goes
part           leakage [nW]  internal, W  switching (W)
registers             0.431     0.000695      0.0000510
clock network        0.0450     0.000219       0.000208
logic                 0.390    0.0000594       0.000117
## worst min-delay path by stage
stage	from	end	slack [ns]	depth (start not counted)
after CTS	SCL_bus	i2c_slave_interface_inst.SCL_buf	-0.27	0
final	SCL_bus	i2c_slave_interface_inst.SCL_buf	-0.26	0
after global routing	SCL_bus	i2c_slave_interface_inst.SCL_buf	-0.27	0
Power figures rest on the tool's default switching activity, not on a simulated workload.
