$ cat design/flow/design.v
module i2c_slave_pwm #(
    parameter I2C_ADDR = 7'h42,      
    parameter WIDTH = 16
)(
    input  wire        clk,
    input  wire        rst_n,
    input  wire        scl,
    inout  wire        sda,
    output reg  [7:0]      reg_addr_o,
    output reg  [WIDTH-1:0] reg_wdata_o,
    output reg             reg_write_o,
    input  wire [WIDTH-1:0] reg_rdata_i
);
    reg sda_out;
    reg sda_dir;   
    assign sda = sda_dir ? sda_out : 1'bz;
    wire sda_in = sda;
    localparam [3:0]
        ST_IDLE   = 0,
        ST_ADDR   = 1,
        ST_ADDR_ACK = 2,
        ST_REGADDR = 3,
        ST_REGADDR_ACK = 4,
        ST_WRITE  = 5,
        ST_WRITE_ACK = 6,
        ST_READ   = 7,
        ST_READ_ACK = 8;
    reg [3:0] state;
    reg [7:0] shift;
    reg [2:0] bit_cnt;
    reg rw_flag;          
    reg [7:0] reg_addr;   
    reg sda_prev, scl_prev;
    always @(posedge clk or negedge rst_n) begin
        if(!rst_n) begin
            sda_prev <= 1;
            scl_prev <= 1;
        end else begin
            sda_prev <= sda_in;
            scl_prev <= scl;
        end
    end
    wire start_cond = (sda_prev == 1 && sda_in == 0 && scl == 1);
    wire stop_cond  = (sda_prev == 0 && sda_in == 1 && scl == 1);
    always @(posedge clk or negedge rst_n) begin
        if(!rst_n) begin
            state       <= ST_IDLE;
            reg_write_o <= 0;
            sda_dir     <= 0;
            bit_cnt     <= 0;
        end
        else begin
            reg_write_o <= 0;    
            if(start_cond) begin
                state   <= ST_ADDR;
                bit_cnt <= 3'd7;
            end
            if(stop_cond) begin
                state <= ST_IDLE;
                sda_dir <= 0;
            end
            case(state)
            ST_ADDR: begin
                if(scl && !scl_prev) begin   
                    shift[bit_cnt] <= sda_in;
                    if(bit_cnt == 0)
                        state <= ST_ADDR_ACK;
                    else
                        bit_cnt <= bit_cnt - 1;
                end
            end
            ST_ADDR_ACK: begin
                if(shift[7:1] == I2C_ADDR) begin
                    rw_flag <= shift[0];   
                    sda_dir <= 1;          
                    sda_out <= 0;
                end
                state <= ST_REGADDR;
                bit_cnt <= 3'd7;
                sda_dir <= 0;
            end
            ST_REGADDR: begin
                if(scl && !scl_prev) begin
                    shift[bit_cnt] <= sda_in;
                    if(bit_cnt == 0)
                        state <= ST_REGADDR_ACK;
                    else
                        bit_cnt <= bit_cnt - 1;
                end
            end
            ST_REGADDR_ACK: begin
                reg_addr <= shift;
                sda_dir <= 1;
                sda_out <= 0;
                sda_dir <= 0;
                bit_cnt <= 3'd7;
                if(rw_flag == 0) state <= ST_WRITE;
                else             state <= ST_READ;
            end
            ST_WRITE: begin
                if(scl && !scl_prev) begin
                    shift[bit_cnt] <= sda_in;
                    if(bit_cnt == 0) begin
                        state <= ST_WRITE_ACK;
                    end else bit_cnt <= bit_cnt - 1;
                end
            end
            ST_WRITE_ACK: begin
                reg_addr_o   <= reg_addr;
                reg_wdata_o  <= shift;
                reg_write_o  <= 1;
                sda_dir <= 1;
                sda_out <= 0;     
                sda_dir <= 0;
                bit_cnt <= 3'd7;
                state <= ST_WRITE;
            end
            ST_READ: begin
                sda_dir <= 1;   
                sda_out <= reg_rdata_i[bit_cnt];
                if(!scl && scl_prev) begin  
                    if(bit_cnt == 0) begin
                        state <= ST_READ_ACK;
                    end else bit_cnt <= bit_cnt - 1;
                end
            end
            ST_READ_ACK: begin
                sda_dir <= 0;  
                bit_cnt <= 3'd7;
                state   <= ST_READ;
            end
            endcase
        end
    end
endmodule
$ cat design/flow/run.sh
#!/bin/bash
# OpenROAD 26Q1-2900-gdf79404cd8, Yosys 0.63+post, stock flow scripts
make -C /OpenROAD-flow-scripts/flow DESIGN_CONFIG=/design/flow/config.mk WORK_HOME=/design/flow/orfs finish
$ cat design/flow/config.mk
export PLATFORM = sky130hd
export DESIGN_NAME = i2c_slave_pwm
export DESIGN_NICKNAME = i2c_slave_pwm
export VERILOG_FILES = /design/flow/design.v
export SDC_FILE = /design/flow/constraint.sdc
export NUM_CORES = 4
export LEC_CHECK = 1
export CORE_UTILIZATION = 50
$ cat design/flow/constraint.sdc
current_design i2c_slave_pwm

set clk_period 3.4
set clk_io_pct 0.2

create_clock -name clk0 -period $clk_period [get_ports {clk}]

set non_clock_inputs [all_inputs -no_clocks]
set_input_delay [expr $clk_period * $clk_io_pct] -clock clk0 $non_clock_inputs
set_output_delay [expr $clk_period * $clk_io_pct] -clock clk0 [all_outputs]
==> results.yml <==
# physical design summary
status:
  error_line: "[error] [KeplerFormal.cpp:679] Workflow failed: Iso has multiple drivers: .sda0, sda$_SDFFCE_PN0P_.Q0"
  stop_stage: "clock tree synthesis (4_1_cts)"
  outcome: "did not finish"
die:
  io_pins: 45
  fp_util_pct: 53.0
  fp.dieH_microns: 67.8
  row_count: 23
  die_w_microns: 67.8
placement:
  place.gp.congestion: 0.830
  dpl_worst_slack_ns: 0.972
  dp_cells: 241
  dp_hpwl_microns: 2610
  numPortBuffers: 27
clocking:
  htreeDepth: 2
  cts_resized: 0
  cts_root_buffer: "clkbuf_8"
  post_cts_buffers: 0
  clock_path_buffers: 2
  cts_made_buffers: 5
  clkSinkCount: 49
  postCtsHoldBufs: 0
yosys:
  synth-seq-cells: 49
  synth_cells: 166
  async_reset_ff_share_pct: 30.6
  yosys_area_sq_mm: 0.00216
  avgSynthCellArea_sq_um: 13.0
  syn_area_sq_mm: 0.00216
  synth.distinct_cells: 45
  seq_area_frac_synth_pct: 64.7
  ys_cells: 166
  yosys_warnings: 2
  edf_count: 34
  ys.flop_type: "edfxtp_1"
through the flow:
step,utilization (%),hold WS [ns],area (sq um)
detailed placement,60.3,0.406,2460
floorplan,-,0.354,2190
global placement,60.3,0.402,2460
cells in the mapped netlist (all sizes together), types with 4 or more instances:
cell,instances,area share [%]
or3,4,1.4
ha,7,4.0
edfxtp,34,47
inv,12,2.1
dfrtp,12,14
and3,5,1.6
nor2,10,1.7
nor2b,4,1.2
buf,9,3.0
o21ai,15,3.5
nor3,4,0.92
nand2,8,1.4
logic make-up after synthesis:
family                     after synthesis  synth area share, %
adders and majority gates                7                 4.05
DFF                                     49                 64.7
xor gates and xnor gates                 1                0.405
AOI/OAI and AO/OA                       32                 9.54
and+or+nand+nor                         50                 12.8
buffers and inverters                   22                 5.26
other                                    1                0.173
muxes                                    4                 3.12
