`flow/design.v`:
```
module pwm_led_wave (
    input  wire clk,         
    output reg  led1,        
    output reg  led2,        
    output reg  led3,        
    output reg  led4,        
    output reg  led5,        
    output reg  led6         
);
    reg [15:0] prescaler;
    reg        pwm_clk;
    always @(posedge clk) begin
        if (prescaler == 16'd50000) begin    
            prescaler <= 0;
            pwm_clk   <= ~pwm_clk;
        end else begin
            prescaler <= prescaler + 1;
        end
    end
    reg [15:0] counter;
    always @(posedge pwm_clk) begin
        counter <= counter + 1;
    end
    reg [15:0] duty [0:5];
    reg dir = 1'b1;   
    reg [19:0] slow_cnt;
    integer i;
    initial begin
        duty[0] = 16'd0;
        duty[1] = 16'd10000;
        duty[2] = 16'd20000;
        duty[3] = 16'd30000;
        duty[4] = 16'd40000;
        duty[5] = 16'd50000;
    end
    always @(posedge clk) begin
        slow_cnt <= slow_cnt + 1;
        if (slow_cnt == 20'd500000) begin    
            slow_cnt <= 0;
            for (i = 0; i < 6; i = i + 1) begin
                if (dir) begin
                    if (duty[i] < 16'd65535 - 200)
                        duty[i] <= duty[i] + 200;
                end else begin
                    if (duty[i] > 200)
                        duty[i] <= duty[i] - 200;
                end
            end
            if (duty[0] >= 16'd65535 - 200)
                dir <= 1'b0;
            else if (duty[0] <= 200)
                dir <= 1'b1;
        end
    end
    always @(posedge pwm_clk) begin
        led1 <= (counter < duty[0]);
        led2 <= (counter < duty[1]);
        led3 <= (counter < duty[2]);
        led4 <= (counter < duty[3]);
        led5 <= (counter < duty[4]);
        led6 <= (counter < duty[5]);
    end
endmodule
```
`flow/run.sh`:
```
#!/bin/bash
# OpenROAD 26Q1-2900-gdf79404cd8, Yosys 0.63+post, stock flow scripts
make -C /OpenROAD-flow-scripts/flow DESIGN_CONFIG=/design/flow/config.mk WORK_HOME=/design/flow/orfs finish
```
`flow/config.mk`:
```
export PLATFORM = sky130hd
export DESIGN_NAME = pwm_led_wave
export DESIGN_NICKNAME = pwm_led_wave
export VERILOG_FILES = /design/flow/design.v
export SDC_FILE = /design/flow/constraint.sdc
export NUM_CORES = 4
export LEC_CHECK = 1
export CORE_UTILIZATION = 50
```
`flow/constraint.sdc`:
```
current_design pwm_led_wave

set clk_period 5.0
set clk_io_pct 0.2

create_clock -name clk0 -period $clk_period [get_ports {clk}]

set non_clock_inputs [all_inputs -no_clocks]
set_input_delay [expr $clk_period * $clk_io_pct] -clock clk0 $non_clock_inputs
set_output_delay [expr $clk_period * $clk_io_pct] -clock clk0 [all_outputs]
```
==> results_tabular.tex <==
% Synthesis and place-and-route results
\begin{tabular}{lr}
\hline
Metric & Value \\
\hline
\multicolumn{2}{l}{\textbf{Route}} \\
Number of nets still failing antenna checks after routing & 0 \\
Number of remaining DRC errors & 0 \\
Vias after detailed routing & 6419 \\
Detailed-route wire length & 17670 µm \\
Number of DRC markers in iteration 0 & 410 \\
Pre-Repair DR Iteration Count & 5 \\
Antenna diode count & 0 \\
Routed vias/inst & 5.611 \\
DR WL/cell & 15.44 µm \\
\multicolumn{2}{l}{\textbf{Pwr}} \\
Largest vdd supply drop & 0.2253 mV \\
Power density over cell area & 232.8 nW/µm² \\
Leakage & 3.825 nW \\
PnR Total Power & 2.256 mW \\
\multicolumn{2}{l}{\textbf{Setup path}} \\
Arrival time worst endpoint & 2730 ps \\
Type of origin of the critical path & flip-flop \\
Critical path fanouts, max & 27 \\
Element type at the critical path end & flip-flop \\
Critical path type & reg -> reg \\
CP required & 5090 ps \\
\multicolumn{2}{l}{\textbf{Clock tree}} \\
Maximum level of the CTS H-tree & 4 \\
Post-CTS setup buffers & 0 \\
Hold buffer count at cts & 0 \\
Post-CTS sizing & 0 \\
Clk ins delay skew pair & 410 ps \\
Maximum buffer depth of the clock tree & 2 \\
Clock tree from TritonCTS & yes \\
Clock Tree Root & clkbuf\_16 \\
Inserted Clock Buffers & 17 \\
Clock Pin Slew Worst Setup and Hold Paths & 60 ps \\
\multicolumn{2}{l}{\textbf{Synth}} \\
Number of warnings printed during yosys synthesis & 2 \\
Async set-reset flop share out of synthesis & 0\% \\
Portion of synthesized cell area occupied by the leading cell type & 27.37\% \\
Instance count of the mapped netlist & 895 \\
Yosys stat chip area & 8778 µm² \\
Register bit total from synthesis & 138 \\
Yosys top cell by instances & xnor2\_1 \\
Mapped Area & 8778 µm² \\
Mean instance size in the synthesized netlist & 9.808 µm² \\
Top area cell types & edfxtp\_1 27\%, ha\_1 14\%, dfxtp\_1 13\%, xnor2\_1 10\%, inv\_1 4.0\% \\
Count of flip-flops with a built-in enable after synthesis & 80 \\
Distinct lib cells used & 63 \\
Cell type contributing the most total cell area after synthesis & edfxtp\_1 \\
Share of the yosys chip area belonging to registers & 40.59\% \\
Post-synth top flop & edfxtp\_1 \\
Cell total in the yosys stat output & 895 \\
Synth cell count leaders & 100 x xnor2\_1, 95 x ha\_1, 94 x inv\_1 \\
\multicolumn{2}{l}{\textbf{STA}} \\
Period utilization & 52.83\% \\
Count of unclocked register or latch pins & 22 \\
Setup repair after global routing missed its margin & no \\
Peak clock frequency supported by timing & 378.6 MHz \\
Final setup fails & 0 \\
Number of endpoints with negative hold slack in the final report & 0 \\
Worst Max-Slew Pin Slew & 773.6 ps \\
Endpoints left unconstrained & 28 \\
Fin Setup TNS & 0 ps \\
Final worst path period need & 2641 ps \\
Relative slew margins & 47.61\% \\
Final Slew Violations & 0 \\
Maximum clock skew at final layout & 6.259 ps \\
\multicolumn{2}{l}{\textbf{Cells and area}} \\
Filler-free cell count of the finished design & 1144 \\
Ratio of cells with drive above 1 in the final layout & 5.114\% \\
Combinational Area & 4786 µm² \\
Sequential cell area & 3563 µm² \\
Layout filler cell count & 1425 \\
Synthesis-to-layout area growth & 10.42\% \\
\multicolumn{2}{l}{\textbf{Placement}} \\
Number of port buffers & 6 \\
Last weighted congestion value of the routability-driven placer & 0.9121 \\
Number of instances in the placed design & 1112 \\
Total half-perimeter wirelength after legalization and detailed placement & 12350 µm \\
\multicolumn{2}{l}{\textbf{Flow run}} \\
Number of warning messages in the logs & 39 \\
Max-cap check violation count & 0 \\
\multicolumn{2}{l}{\textbf{Floorplanning}} \\
Die Outline Area & 18090 µm² \\
Die x size & 134.5 µm \\
Number of I/O pins & 7 \\
Die extent in y & 134.5 µm \\
Starting density of the core & 50.93\% \\
Cell Rows & 48 \\
Area of the placeable core & 17240 µm² \\
\multicolumn{2}{l}{\textbf{Status}} \\
Status & completed \\
\multicolumn{2}{l}{\textbf{Global route}} \\
Vias in the first global route & 6301 \\
Global-route wire length before repair & 30210 µm \\
Total global routing track utilization & 21.86\% \\
Maximum number of pins on one net before global-route repair & 37 \\
Grt total ovfl & 0 \\
Antenna violations before repair & 0 \\
\multicolumn{2}{l}{\textbf{Worst hold path}} \\
Class of the tightest hold or removal check & reg -> reg \\
\hline
\end{tabular}
-- state kept, by name (all words and copies together) (netlist names) --
signal	flops
led6	1
led4	1
led3	1
dir	1
slow_cnt	20
duty	78
led1	1
led2	1
counter	16
led5	1
prescaler	16
pwm_clk	1
-- per-layer routing --
layer	share of wire (%)	GRT usage [%]	routed length (µm)
met1	48	33.44	8481
met2	47	34.25	8225
met3	4.1	4.828	722
met4	1.3	3.059	238
met5	0	0	0
-- critical path: stages (launching register included) --
cell	delay, ps
edfxtp_1	360
buf_4	250
inv_1	600
nand4_1	230
or4_1	510
o311a_1	340
-- cell families (layout without fill, tap and decap cells) --
group / after synthesis / in the layout / share of synthesized area, %
compound gates: 171 / 171 / 12.69
xor+xnor: 112 / 112 / 11.17
fa+ha+maj: 95 / 95 / 13.54
buf+inv: 113 / 137 / 4.946
flops: 138 / 138 / 40.59
mux: 9 / 9 / 1.041
simple gates: 257 / 257 / 16.02
-- layout by cell type, fill, tap and decap left out, types with 4 or more instances in the layout --
cell type / netlist / routed
xnor2_1: 100 / 100
ha_1: 95 / 95
a211oi_1: 9 / 9
mux2i_1: 8 / 8
inv_1: 94 / 94
nor4_1: 7 / 7
and3_1: 16 / 16
a32oi_1: 7 / 7
nor3_1: 25 / 24
nand4_1: 26 / 26
nand2_1: 44 / 44
clkbuf_16: 0 / 20
nand2b_1: 5 / 5
nand3_1: 37 / 37
buf_4: 1 / 5
or3_1: 9 / 9
xor2_1: 12 / 12
a21oi_1: 42 / 42
o21ai_0: 30 / 30
a21o_1: 24 / 24
a31oi_1: 26 / 26
and4_1: 11 / 11
edfxtp_1: 80 / 80
a22oi_1: 4 / 4
nor2b_1: 18 / 18
nor4b_1: 4 / 4
and2_1: 5 / 5
nor2_1: 34 / 34
clkdlybuf4s50_1: 0 / 6
dfxtp_1: 58 / 58
-- worst paths after layout --
kind | startpoint | to | slack (ps) | cells after the start
max | dir | duty[5][8] | 2360 | 5
min | slow_cnt[19] | slow_cnt[19] | 460 | 1
max reg2reg | dir | duty[5][8] | 2360 | 5
min reg2reg | slow_cnt[19] | slow_cnt[19] | 460 | 1
-- power by group --
| part | switching (mW) | total, mW | internal (mW) |
|---|---|---|---|
| clock | 0.465 | 1.24 | 0.777 |
| sequential | 0 | 1.01 | 1.01 |
| combinational | 0 | 0.00000213 | 0 |
| total | 0.465 | 2.26 | 1.79 |
-- cell type report --
type	instances	share of cell area (%)
Sequential cell	138	36.76
Tap cell	225	2.904
Multi-Input combinational cell	644	49.37
Clock inverter	12	1.149
Timing Repair Buffer	11	1.007
Inverter	94	3.640
Clock buffer	20	5.163
-- through the flow --
step / hold WS (ps) / setup slack, ps / util (%) / area (µm²)
final: 461.4 / 2359 / 56.24 / 9693
after detailed placement: 450.7 / 2388 / 52.69 / 9081
after global routing: 476.8 / 2233 / 56.24 / 9693
after global placement: 446.7 / 2485 / 52.69 / 9081
after floorplan: 429.9 / 2558 / - / 8778
after CTS: 461.9 / 2376 / 56.24 / 9693
No activity file was given, so power comes from the tool's default toggle rates.
